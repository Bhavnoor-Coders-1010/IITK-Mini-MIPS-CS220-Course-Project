===== ./run.sh =====
#!/bin/bash
# OpenROAD 26Q1-2900-gdf79404cd8, Yosys 0.63+post, stock flow scripts
make -C /OpenROAD-flow-scripts/flow DESIGN_CONFIG=/design/flow/config.mk WORK_HOME=/design/flow/orfs finish

===== ./config.mk =====
export PLATFORM = sky130hd
export DESIGN_NAME = UpdatePC
export DESIGN_NICKNAME = UpdatePC
export VERILOG_FILES = /design/flow/design.v
export SDC_FILE = /design/flow/constraint.sdc
export NUM_CORES = 4
export LEC_CHECK = 1
export CORE_AREA = 10 10 70 70
export DIE_AREA = 0 0 80 80

===== ./constraint.sdc =====
current_design UpdatePC

set clk_period 2.2
set clk_io_pct 0.2

create_clock -name clk0 -period $clk_period

set non_clock_inputs [all_inputs -no_clocks]
set_input_delay [expr $clk_period * $clk_io_pct] -clock clk0 $non_clock_inputs
set_output_delay [expr $clk_period * $clk_io_pct] -clock clk0 [all_outputs]

===== ./design.v =====
`timescale 1ns / 1ps
module UpdatePC(address, pc, isBranch, clk, updatedPC);
input [25:0] address;
input [9:0] pc;
input isBranch;
input clk;
output [9:0] updatedPC;
assign updatedPC = isBranch ? address[9:0] : pc+1;
endmodule

==> results.sh <==
# implementation run metrics
export IMPL_num_rows=21
export IMPL_p_leak_nw=0.340
export IMPL_slew_viol_final=0
export IMPL_die_h_um=80
export IMPL_cp_start_kind="primary input"
export IMPL_grt_pass1_wl_um=2420
export IMPL_whs_path_depth=4
export IMPL_finalWeightedCongestion=0.791
export IMPL_grt_max_degree=8
export IMPL_nClkBuffers=0
export IMPL_hpwl_um=1320
export IMPL_drive_gt1_frac=0.366
export IMPL_status="finished, final reports clean"
export IMPL_critical_path_class="primary input to primary output"
export IMPL_comb_area_um2=287
export IMPL_worst_setup_path_end_kind="primary output"
export IMPL_fmax_mhz=481
export IMPL_postSynthSeqShare=0
export IMPL_register_area_um2=0
export IMPL_topCellsByArea="nand3_1 (18%), nand2_1 (12%), o211ai_1 (11%)"
export IMPL_critPathArrivalTime_ns=1.64
export IMPL_p_sw_uw=44.2
export IMPL_holdWs_ns=1.32
export IMPL_pwr_share_clk=0
export IMPL_netlist_instances=45
export IMPL_fp_util=0.0810
export IMPL_synthDistinctLibCells=16
export IMPL_place_area_um2=757
export IMPL_grt_pass1_vias=525
export IMPL_post_route_period_util=0.944
export IMPL_min_period_ns=2.08
export IMPL_setup_violations=0
export IMPL_yosys_area_top_type_share=0.181
export IMPL_wl_per_cell_um=11.7
export IMPL_met3_length_um=137
export IMPL_yosys_top_cells_count="nand3_1 (10), nand2_1 (9), o211ai_1 (4), o21ai_0 (4), or4_1 (4)"
export IMPL_grt_ovfl_total=0
export IMPL_io_pins=48
export IMPL_peakVddDrop_mv=0.0220
export IMPL_warnings=50
export IMPL_yosysChipArea_um2=277
export IMPL_finalWirelength_um=1630
export IMPL_tightest_slew_ns=0.208
export IMPL_yosys_cells=45
export IMPL_min_from="isBranch"
export IMPL_yosys_cell_count_top_type="nand3_1"
export IMPL_vias=510
export IMPL_area_growth_syn_to_layout_pct=181
export IMPL_power_density_nw_per_um2=161
export IMPL_postSynthAreaPerCell_um2=6.14
export IMPL_power_frac_seq=0
export IMPL_worstPathRequired_ns=1.76
export IMPL_drtIter0Drc=26
export IMPL_cp_max_fo=2
export IMPL_synthesis_area_um2=277
export IMPL_rsz0062_at_grt="false"
export IMPL_ant_nets=0
export IMPL_fp_coreArea_um2=3420
export IMPL_drt_vias_per_instance=3.67
export IMPL_yosys_area_top_type="nand3_1"
export IMPL_die_w_um=80
export IMPL_portBuffers=31
export IMPL_top_layer="met3"
export IMPL_first_pass_iters=2
export IMPL_slew_headroom=0.860
export IMPL_p_int_uw=80.9
export IMPL_grt_antenna_before_repair=0
export IMPL_holdPathEnd="updatedPC[6]"
export IMPL_min_path_type="primary input to primary output"
export IMPL_yosysWarnings=0
export IMPL_num_antenna_cells=0
export IMPL_p_comb_frac=1.000
export IMPL_seq_cells=0
export IMPL_p_sw_frac=0.353
export IMPL_finalHoldViolations=0
export IMPL_fill_cells=371
export IMPL_drc=0
export IMPL_drt_met1_wl_um=651
export IMPL_die_area_um2=6400
export IMPL_max_cap_violations=0
export IMPL_dr_wl_met2_um=836
export IMPL_grt_usage=0.0453
export IMPL_fin_area_um2=778
[critical path: stages]
cell,delay (ns)
clkdlybuf4s50_1,0.41
or4_1,0.49
a31oi_1,0.17
buf_2,0.12
[layout by cell type, fill, tap and decap left out]
master / count
ha_4: 1
buf_6: 4
xnor2_1: 1
inv_1: 1
nor2_1: 1
o31ai_1: 1
dlymetal6s2s_1: 2
xor2_1: 2
nand4_4: 1
buf_4: 16
nand3_2: 2
clkdlybuf4s50_1: 14
or4_1: 4
or4_4: 1
buf_2: 7
mux2_2: 1
o21ai_0: 2
nand2_1: 9
dlygate4sd2_1: 7
nand3_1: 8
inv_2: 1
o211ai_1: 4
a31oi_1: 1
o21ai_1: 2
[power by group through the flow]
stage / sequential, mW / combinational [mW] / clock, mW
after CTS: 0 / 0.127 / 0
after global routing: 0 / 0.138 / 0
final: 0 / 0.125 / 0
[cell type report]
type	instances	area share
multi-input combinational	41	0.368
timing repair buffer	50	0.548
tap	46	0.0740
inverter	2	0.00965
[metal layers]
layer / up-vias / GRT usage
met5: - / 0
met4: 0 / 0
met3: 0 / 0.0114
met2: 15 / 0.0915
met1: 228 / 0.0475
li1: 267 / -
[through the flow]
step / power, mW / utilization / std cells / TNS (ns) / worst slack (ns)
5_1_grt: 0.138 / 0.228 / 139 / 0 / 0.00456
3_3_place_gp: 0.130 / 0.222 / 136 / -3.70 / -0.583
2_1_floorplan: 0.0264 / - / 45 / 0 / 0.353
4_1_cts: 0.127 / 0.226 / 139 / -0.0141 / -0.0141
6_report: 0.125 / 0.228 / 139 / 0 / 0.122
3_5_place_dp: 0.130 / 0.222 / 136 / -3.75 / -0.600
[what timing repair did]
item | CTS | global route
pin swaps | 10 | 3
endpoints found under the setup margin | 10 | 2
buffers inserted | 3 | 0
hold buffers | 0 | 0
gates resized | 50 | 3
[how the worst max path moves through the flow]
stage     cells after the start            to  startpoint
4_1_cts                       6  updatedPC[6]       pc[1]
5_1_grt                       4  updatedPC[9]       pc[9]
6_report                      4  updatedPC[9]       pc[9]
[logic make-up after synthesis]
family | synth area share
buffers and inverters | 0.0543
AND/OR/NAND/NOR | 0.534
XOR/XNOR | 0.0950
AND-OR/OR-AND | 0.231
multiplexers | 0.0407
adder cells (fa/ha/maj) | 0.0452
Power and IR drop assume default switching activity.

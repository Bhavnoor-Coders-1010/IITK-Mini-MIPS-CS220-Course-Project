`design/flow/design.v`:
```
`timescale 1ns / 1ps
module RegisterFile(readAddress1, readAddress2, writeEnable, writeAddress, writeData, clk, data1, data2);
input [4:0] readAddress1, readAddress2;
input writeEnable;
input [4:0] writeAddress;
input [31:0] writeData;
input clk;
output [31:0] data1, data2;
reg [31:0] RegisterFile[31:0];
initial
begin
RegisterFile[0] <= 32'd0;
RegisterFile[1] <= 32'd0;
RegisterFile[2] <= 32'd0;
RegisterFile[3] <= 32'd0;
RegisterFile[4] <= 32'd0;
RegisterFile[5] <= 32'd0;
RegisterFile[6] <= 32'd0;
RegisterFile[7] <= 32'd5;
RegisterFile[8] <= 32'd0;
RegisterFile[9] <= 32'd0;
RegisterFile[10] <= 32'd0;
RegisterFile[11] <= 32'd0;
RegisterFile[12] <= 32'd0;
RegisterFile[13] <= 32'd0;
RegisterFile[14] <= 32'd0;
RegisterFile[15] <= 32'd0;
RegisterFile[16] <= 32'd0;
RegisterFile[17] <= 32'd0;
RegisterFile[18] <= 32'd13;
RegisterFile[19] <= 32'd10;
RegisterFile[20] <= 32'd0;
RegisterFile[21] <= 32'd0;
RegisterFile[22] <= 32'd0;
RegisterFile[23] <= 32'd0;
RegisterFile[24] <= 32'd0;
RegisterFile[25] <= 32'd0;
RegisterFile[26] <= 32'd0;
RegisterFile[27] <= 32'd0;
RegisterFile[28] <= 32'd0;
RegisterFile[29] <= 32'd0;
RegisterFile[31] <= 32'd0;
RegisterFile[32] <= 32'd0;
end
assign data1 = RegisterFile[readAddress1];
assign data2 = RegisterFile[readAddress2];
always@(posedge clk)
begin
RegisterFile[writeAddress] <= writeEnable ? writeData : RegisterFile[writeAddress];
end
endmodule
```
`design/flow/run.sh`:
```
#!/bin/bash
# OpenROAD 26Q1-2900-gdf79404cd8, Yosys 0.63+post, stock flow scripts
make -C /OpenROAD-flow-scripts/flow DESIGN_CONFIG=/design/flow/config.mk WORK_HOME=/design/flow/orfs finish
```
`design/flow/config.mk`:
```
export PLATFORM = sky130hd
export DESIGN_NAME = RegisterFile
export DESIGN_NICKNAME = RegisterFile
export VERILOG_FILES = /design/flow/design.v
export SDC_FILE = /design/flow/constraint.sdc
export NUM_CORES = 4
export LEC_CHECK = 1
export CORE_UTILIZATION = 50
```
`design/flow/constraint.sdc`:
```
current_design RegisterFile

set clk_period 5.1
set clk_io_pct 0.2

create_clock -name clk0 -period $clk_period [get_ports {clk}]

set non_clock_inputs [all_inputs -no_clocks]
set_input_delay [expr $clk_period * $clk_io_pct] -clock clk0 $non_clock_inputs
set_output_delay [expr $clk_period * $clk_io_pct] -clock clk0 [all_outputs]
```
==> results_slide.txt <==
Key Metrics from the Run

Synth
  • Cell types with the largest area share after synthesis: edfxtp_1, mux2i_1, a22oi_1
  • Netlist area before placement: a little under 0.05 mm2
  • Number of standard cells after synthesis: 3386
  • Cell taking the most area after synthesis: edfxtp_1
  • Xor-xnor portion of the synthesized cell area: 0%
  • Flops & latches, synth: 1024
  • Biggest combinational cell group after synthesis: multiplexers
  • Number of warnings issued by yosys: 1
  • Total cells reported by yosys after synthesis: 3386
  • Number of unique standard cell types used by synthesis: 23
  • Sequential area share after synthesis: 63.0%
  • Adder-cell share of the synthesized area: 0%
  • Synth Area in Simple Gates: around 4.7%
  • Syn Area/Cell: around 14 um2
  • Top cell area share: a little over three fifths
  • Area fraction in mux cells: 21.0%
  • Yosys synthesis chip area: 0.0488 mm2
  • Complex-gate fraction of the synthesized area: approximately 8.0%

Setup path
  • Highest cell delay on the worst timing path: 620 ps
  • Highest fanout seen on the critical path: 13
  • Launching element type of the critical path: input port
  • Gate family responsible for the most delay along the worst path: buffers and inverters
  • Count of buffer and inverter cells on the critical path: 3
  • Critical Path AT: 3830 ps
  • Start-to-end type of the worst setup path: input port to output pin
  • Critical path cell sequence: clkdlybuf4s50_1 -> nor2b_4 -> buf_4 -> a22o_1 -> nor3_1 -> a31oi_1 -> nand3_1 -> clkdlybuf4s50_1
  • Critical Path Slowest Stage Cell: clkdlybuf4s50_1
  • Cell occurring most often along the worst timing path: clkdlybuf4s50_1
  • Data required time of the critical path: 4080 ps
  • Type of element capturing the critical path: output pin

Timing
  • Hold Violations, Final: 0
  • Unrepaired setup endpoints after global routing: false
  • Sum of negative setup slack: 0 ps
  • Max-Slew Margin vs Limit: 34.8%
  • Final critical path time including I/O delays and setup: slightly below 5000 ps
  • Slew at the pin with the worst max-slew slack: 974 ps
  • Maximum frequency from static timing analysis: 0.206 GHz
  • Final Max-Slew Violation Tally: 0
  • Setup slack of the critical path after layout: 253 ps
  • # setup viols final: 0
  • Period Utilization, post-route: a little over nine tenths

Final layout
  • Layout overhead on the synthesized area: 14.6%
  • Registers with the most flip-flops: RegisterFile: 1024 flops
  • Largest register FFs: around 1000
  • Post-route cell area: 0.0559 mm2
  • Register with the most flip-flops: RegisterFile
  • Fraction of layout instances using a drive strength above 1: 11.4%
  • Finished Layout Cells: 4915

CTS
  • Number of gates given a new drive strength after cts: 0
  • Number of buffers between clock root and the deepest sink: 3
  • Maximum level of the CTS H-tree: 3
  • Post CTS Setup Buffer Count: 0
  • Clock net sink count: 1024
  • Num CTS Buffers: between 100 and 150
  • TritonCTS clock tree: done
  • Post-CTS Hold Buffers: 0
  • Clock-pin slew on the worst setup and hold paths: around 60 ps
  • Cell chosen for the clock root: clkbuf_16

Power and ir drop
  • Switching Fraction: 23.3%
  • Clock Power Share: 40.5%
  • Power per unit of standard cell area: 337 mW/mm2
  • Reg power frac: 49.9%
  • Total power consumption of the routed design: between 15 and 20 mW
  • Total net switching power: 4.39 mW
  • Maximum resistive drop on vdd: around 0.00025 V
  • Fraction of power consumed by combinational cells: 9.6%
  • Internal: 14.5 mW
  • P_leak: 20.7 nW

Place
  • Routability-driven placement congestion ratio: 0.902
  • DP Wirelength: 89700 um
  • Setup WS pre-CTS: ~330 ps
  • Instance count after placement with tap cells included: approximately 4700
  • Cell area reported after detailed placement: 0.0525 mm2
  • Number of I/O port buffers: ~110

Global routing
  • Initial antenna violation count: 7
  • Total global-route track usage: 33.9%
  • Wire length of the first global-routing pass: between 200000 and 250000 um
  • GR Overflow Total: 0
  • Global routing met1 resource utilization: 45.0%
  • Met3 routing resource usage after global routing: 26.1%
  • Largest net degree at the start of global routing: 66
  • Number of global-route vias before repair: around 33000
  • Fraction of met2 tracks used by global routing: ~45%
  • Most used routing layer: met2

Die
  • Total die area: ~0.099 mm2
  • Count of pins on the block boundary: 113
  • # rows: approximately 110
  • Width of the die: 314 um
  • Die H: 314 um
  • Core Util at FP: approximately half
  • Core ar.: between 0.09 and 0.1 mm2

Drt
  • Routed wire length: roughly 150000 um
  • Iteration-0 DRC Markers: 2413
  • DRC violations left: 0
  • Drt wl/cell: 31.0 um
  • Number of detailed-route iterations in the first pass: 6
  • Final antenna-violating net count: 0
  • Via-per-instance ratio: between 6 and 7
  • Number of vias in the routed layout: between 30000 and 40000

Worst hold path
  • Path type of the worst min-delay path: input port to flip-flop

Flow run
  • Count of tool warnings: 26
  • Number of maximum-capacitance violations: 0

Status
  • Run status: complete, no violations
[power by group through the flow]
stage     registers, mW  clock network (mW)  logic, mW
5_1_grt            9.41                8.05       1.92
4_1_cts            9.41                7.72       1.79
6_report           9.41                7.64       1.82
[metrics by stage]
step	util, %	hold slack (ps)
5_1_grt	57.8	1160
3_5_place_dp	54.3	1850
3_3_place_gp	54.3	1850
4_1_cts	57.8	1130
6_report	57.8	1160
2_1_floorplan	-	1120
[per-layer routing]
layer | vias to the layer above | share of wire, %
li1 | 13800 | -
met3 | 324 | 18
met2 | 2105 | 43
met1 | 15200 | 35
met4 | 10 | 3.7
met5 | - | 0.17
[path summary, 6_finish.rpt]
check | start | to | slack [ps] | cells past startpoint
min | writeData[21] | RegisterFile[14][21] | 1160 | 2
max | readAddress1[2] | data1[4] | 250 | 8
[synthesized netlist by cell type (all sizes together)]
cell type	n
edfxtp	1024
mux2i	1024
nand2	195
nand3	194
a21oi	192
a22oi	192
buf	163
a22o	128
clkbuf	90
a31oi	64
nor3	64
nor2	35
nand3b	5
nand2b	4
nor2b	4
or3b	3
and2	2
or2	2
or3	1
[cell families (layout without fill, tap and decap cells)]
group / count (synthesis) / after routing
mux: 1024 / 1024
flops: 1024 / 1024
compound gates: 576 / 576
simple gates: 509 / 509
buf+inv: 253 / 503
other cells: 0 / 3
[final cells by class]
cell class / instances / area [um2]
fill: 7169 / 40800
sequential: 1024 / 30700
multi-input combinational: 2109 / 16800
timing repair buffer: 308 / 3350
clock buffer: 119 / 2770
tap: 1276 / 1600
clock inverter: 76 / 664
antenna: 3 / 7.51
[placed cells by master (no fill, tap or decap)]
| master | n |
|---|---|
| or3b_2 | 3 |
| nand3_1 | 194 |
| inv_6 | 4 |
| a21oi_1 | 192 |
| clkinv_4 | 2 |
| buf_8 | 2 |
| a22oi_1 | 192 |
| clkinvlp_4 | 14 |
| nand2_1 | 193 |
| diode_2 | 3 |
| nand3b_1 | 5 |
| clkinv_2 | 27 |
| nor3_1 | 64 |
| a31oi_1 | 64 |
| clkdlybuf4s50_1 | 110 |
| or2_2 | 2 |
| buf_12 | 60 |
| clkbuf_1 | 10 |
| bufinv_16 | 10 |
| clkbuf_16 | 109 |
| buf_4 | 136 |
| nand2_2 | 2 |
| edfxtp_1 | 1024 |
| nor2_1 | 1 |
| mux2i_1 | 1024 |
| a22o_1 | 128 |
| or3_1 | 1 |
| and2_4 | 2 |
| nor2_4 | 34 |
| nand2b_2 | 4 |
| clkinv_1 | 19 |
| nor2b_4 | 4 |
Power and IR drop assume default switching activity.
